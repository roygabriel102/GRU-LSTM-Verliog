**design/flow/design.v**
```verilog
module carry_look_ahead_8bit(a,b, cin, sum,cout);
input [7:0] a,b;
input cin;
output [7:0] sum;
output cout;
wire [7:0] p,g,c;
assign p=a^b; 
assign g=a&b;  
assign c[0]=cin;
assign c[1]= g[0]|(p[0]&c[0]);
assign c[2]= g[1] | (p[1]&g[0]) | p[1]&p[0]&c[0];
assign c[3]= g[2] | (p[2]&g[1]) | p[2]&p[1]&g[0] | p[2]&p[1]&p[0]&c[0];
assign c[4]= g[3] | (p[3]&g[2]) | p[3]&p[2]&g[1] | p[3]&p[2]&p[1]&g[0] | p[3]&p[2]&p[1]&p[0]&c[0];
assign c[5]= g[4] | (p[4]&g[3]) | p[4]&p[3]&g[2] | p[4]&p[3]&p[2]&g[1] | p[4]&p[3]&p[2]&p[1]&g[0] | p[4]&p[3]&p[2]&p[1]&p[0]&c[0];
assign c[6]= g[5] | (p[5]&g[4]) | p[5]&p[4]&g[3] | p[5]&p[4]&p[3]&g[2] | p[5]&p[4]&p[3]&p[2]&g[1] | p[5]&p[4]&p[3]&p[2]&p[1]&g[0] | p[5]&p[4]&p[3]&p[2]&p[1]&p[0]&c[0];
assign c[7]= g[6] | (p[6]&g[5]) | p[6]&p[5]&g[4] | p[6]&p[5]&p[4]&g[3] | p[6]&p[5]&p[4]&p[3]&g[2] | p[6]&p[5]&p[4]&p[3]&p[2]&g[1] | p[6]&p[5]&p[4]&p[3]&p[2]&p[1]&g[0] | p[6]&p[5]&p[4]&p[3]&p[2]&p[1]&p[0]&c[0];
assign cout= g[7] | (p[7]&g[6]) | p[7]&p[6]&g[5] | p[7]&p[6]&p[5]&g[4] | p[7]&p[6]&p[5]&p[4]&g[3] | p[7]&p[6]&p[5]&p[4]&p[3]&g[2] | p[7]&p[6]&p[5]&p[4]&p[3]&p[2]&g[1] | p[7]&p[6]&p[5]&p[4]&p[3]&p[2]&p[1]&g[0] | p[7]&p[6]&p[5]&p[4]&p[3]&p[2]&p[1]&p[0]&c[0];
assign sum=p^c;
endmodule
```
**design/flow/run.sh**
```bash
#!/bin/bash
# OpenROAD 26Q1-2900-gdf79404cd8, Yosys 0.63+post, stock flow scripts
make -C /OpenROAD-flow-scripts/flow DESIGN_CONFIG=/design/flow/config.mk WORK_HOME=/design/flow/orfs finish
```
**design/flow/config.mk**
```make
export PLATFORM = sky130hd
export DESIGN_NAME = carry_look_ahead_8bit
export DESIGN_NICKNAME = carry_look_ahead_8bit
export VERILOG_FILES = /design/flow/design.v
export SDC_FILE = /design/flow/constraint.sdc
export NUM_CORES = 4
export LEC_CHECK = 1
export CORE_AREA = 10 10 70 70
export DIE_AREA = 0 0 80 80
```
**design/flow/constraint.sdc**
```tcl
current_design carry_look_ahead_8bit

set clk_period 4.2
set clk_io_pct 0.2

create_clock -name clk0 -period $clk_period

set non_clock_inputs [all_inputs -no_clocks]
set_input_delay [expr $clk_period * $clk_io_pct] -clock clk0 $non_clock_inputs
set_output_delay [expr $clk_period * $clk_io_pct] -clock clk0 [all_outputs]
```
==> results.yml <==
# generated from flow reports
finish:
  syn_to_final_growth_pct: 95.49
  drive_gt1_share_pct: 4.478
  most-common-layout-cells: "clkdlybuf4s50_1, ha_1, inv_1, nor2_1, xnor2_1"
  nClkBuffers: 0
  lay_top_count: "clkdlybuf4s50_1"
  final_cell_area_sq_um: 650.6
  seqCellArea_sq_um: 0
  flop-count: 0
clocking:
  cts_resized: 0
  hold_buffers: 0
  postCtsSetupRepairBufs: 0
logic_synthesis:
  synth-area-yosys_sq_um: 332.8
  synth_area_sq_um: 332.8
  synthCells: 41
  synth_area_per_cell_sq_um: 8.118
  ys_types: 19
  yosysSeqAreaShare_pct: 0
  yosysWarnings: 0
  ys_cells: 41
power_and_ir_drop:
  p_sw_share_pct: 32.67
  ir_drop_uv: 64.45
  p_leak_nw: 0.2768
  power_mw: 0.09377
  p_comb_share_pct: 100.0
  pwr-share-clk_pct: 0
  power.density_nw_per_um2: 144.1
  seq_power_share_pct: 0
  switchingPower_mw: 0.03063
  internal-power_mw: 0.06314
routing:
  n_antenna_cell: 0
  wl_per_cell_um: 9.699
  drc_errors: 0
  vias: 371
  via_per_inst: 3.283
  dr.pass1.iters: 4
  drt_iter0_drc: 12
  wl_um: 1096
  final_antenna_net_count: 0
floorplanning:
  die_y_um: 80
  io_pins: 26
  core_sq_um: 3416
  fp-utilization_pct: 9.744
  dieArea_sq_um: 6400
  std_cell_rows: 21
  die_w_um: 80
final_timing:
  post-route-min-period_ps: 3802
  hold_viol: 0
  fin_crit_sh_pct: 90.52
  fin_ws_ps: 398.1
  fmax_mhz: 263.0
  worstMarginPinSlew_ps: 371.5
  fin_tns_setup_ps: 0
  finalSetupViolations: 0
  rsz0062_at_grt: "false"
  max_slew_margin_pct: 74.91
  slew_violations: 0
min_path:
  worstHoldStart: "b[7]"
  hold_end: "sum[7]"
  min_path_cells: 4
  worstHoldPathType: "in2out"
setup_path:
  worstSetupPathType: "in2out"
  cp_cell_sequence: "clkdlybuf4s50_1 -> ha_1 -> a21oi_2 -> o2111ai_2 -> a221o_1 -> xor2_1 -> clkdlybuf4s50_1"
  critical_path_buf_inv_count: 2
  cp.arrival_ps: 2960
  crit_path_max_fanout: 3
  critPathLaunchType: "input port"
  cpPeakStageDelay_ps: 480
  cp_top_family: "buffers and inverters"
  end_kind: "primary output"
  cpMostUsedCell: "clkdlybuf4s50_1"
  cp.required_ps: 3360
  cp_slowest_cell: "clkdlybuf4s50_1"
placement:
  dpl_worst_slack_ps: 367.6
  placed_cell_area_sq_um: 650.6
  io_buffers: 26
  gp_congestion: 0.8018
  dp_hpwl_um: 994.1
global_routing:
  grt_pass1_vias: 425
  grt-ovfl-total: 0
  grt_pass1_wl_um: 1842
  antenna_found_initial: 0
  grt.total_usage_pct: 3.399
  grt_max_degree: 5
job:
  drv_cap: 0
  tool_warnings: 33
status:
  status: "finished, final reports clean"
[area by class of cell]
class	count	area (sq um)
tap	46	57.56
multi-input combinational	36	314.1
inverter	5	18.77
fill	390	2765
timing repair buffer	26	260.3
[through the flow]
stage | hold slack [ps] | instances | util [%]
after floorplan | 1849 | 41 | -
after global placement | 2769 | 113 | 19.05
after detailed placement | 2786 | 113 | 19.05
after CTS | 2782 | 113 | 19.05
after global routing | 2802 | 113 | 19.05
final | 2759 | 113 | 19.05
[cell usage after synthesis]
master	number	area [sq um]
a21oi_2	1	8.760
nand3_1	2	10.01
nor2_1	4	15.01
fa_1	1	20.02
o41ai_1	1	8.760
xnor2_1	4	35.03
a21oi_1	2	10.01
o21ai_0	1	5.000
nand2_1	1	3.750
a221o_1	1	10.01
a21o_1	2	15.01
o2111ai_2	1	15.01
inv_1	5	18.77
nor3_1	1	5.000
o211ai_1	1	7.510
and2b_2	1	8.760
ha_1	9	112.6
and3_1	1	6.260
xor2_1	2	17.52
[kinds of logic (layout without fill, tap and decap cells)]
logic type	count (synthesis)	in the layout	share of synthesized area, %
adders and majority gates	10	10	39.85
AOI/OAI and AO/OA	10	10	24.06
and+or+nand+nor	10	10	14.66
xor gates and xnor gates	6	6	15.79
buffers and inverters	5	31	5.640
[layer usage]
metal	vias to the layer above	routed length (um)	global-route usage [%]
met5	-	0	0
met4	0	0	0.1761
met3	0	214	2.273
met2	25	292	3.612
met1	146	590	5.361
li1	200	-	-
[power groups by stage]
stage / Clock, mW / Combinational (mW) / Sequential, mW
final: 0 / 0.0938 / 0
after global routing: 0 / 0.106 / 0
after CTS: 0 / 0.0960 / 0
[worst max-delay path by stage]
| stage | startpoint | endpoint | slack (ps) | depth (start not counted) |
|---|---|---|---|---|
| finish | a[0] | sum[7] | 400 | 7 |
| global route | a[0] | sum[6] | 130 | 7 |
| CTS | a[0] | sum[7] | 360 | 7 |
No activity file was given, so power comes from the tool's default toggle rates.
