==> design/flow/design.v <==
module ConcatMultAdd#(DATA_WIDTH = 8, FRACT_WIDTH = 5)(X, h_in, W0, W1, b, out);	
	input signed [DATA_WIDTH-1:0] X, h_in;
	input signed [DATA_WIDTH-1:0] W0, W1, b;
	output signed [DATA_WIDTH-1:0] out;
	wire signed [DATA_WIDTH-1:0] p1,p2;
	wire signed [DATA_WIDTH-1:0] temp;
	wire cout, cout2;
	wire signed [DATA_WIDTH-1:0] out1;  
	qmult #(DATA_WIDTH, FRACT_WIDTH) m1 (X,W0, p1, );
	qmult #(DATA_WIDTH, FRACT_WIDTH) m2 (h_in, W1, p2, );
	nbit_carrylookahead #(.WIDTH(DATA_WIDTH)) a1 (p1, p2, 1'b0, temp, cout);	
	nbit_carrylookahead #(.WIDTH(DATA_WIDTH)) a2 (temp, b, cout, out1, cout2);	
	assign out = out1;
endmodule
`timescale 1ns / 1ps
module full_adder(A,B,Cin,Sum,Cout);
input A,B,Cin;
output Sum,Cout;
assign Sum = A^B^Cin;
assign Cout = A*B|A*Cin|B*Cin;
endmodule
module lstm_cell(c_in, h_in, X, c_out, h_out);
	parameter DATA_WIDTH = 16;
	parameter FRACT_WIDTH = 8;
	input signed [DATA_WIDTH-1:0] c_in , h_in ;
	input signed [DATA_WIDTH-1:0] X;
	wire signed [DATA_WIDTH-1:0] Wf0, Wf1, Wi0, Wi1, Wc0, Wc1, Wo0, Wo1;
	wire signed [DATA_WIDTH-1:0] bf, bi, bc ,bo;
	assign Wf0=16'h0101;
	assign Wf1=-16'h0101;
	assign Wi0=16'h0101;
	assign Wi1=16'h0101;
	assign Wc0=-16'h0101;
	assign Wc1=16'h0101;
	assign Wo0=16'h0101;
    assign Wo1=-16'h0111;
	assign bf=16'h0101;
	assign bi=-16'h0101;	
	assign bc=-16'h0111;
    assign bo=16'h0101;
	output wire signed [DATA_WIDTH-1:0] c_out, h_out;
	wire signed [DATA_WIDTH-1:0] f, i, iw, ct, cw, ot, out, c_act;
	wire signed [DATA_WIDTH + DATA_WIDTH - 1:0] z1, z2, z3;
	ConcatMultAdd A1(X, h_in, Wf0, Wf1, bf, f);
	ConcatMultAdd A2(X, h_in, Wi0, Wi1, bi, iw);
	sigmoid S1(iw, i);
	ConcatMultAdd A3(X, h_in, Wc0, Wc1, bc, cw);
	tanh T1(cw, ct);
	assign z1 = (f*c_in)>>>FRACT_WIDTH;
	assign z2 = (i*ct)>>>FRACT_WIDTH;
	assign c_out = z1 + z2;
	ConcatMultAdd A4(X, h_in, Wo0, Wo1, bo, ot);
	sigmoid S2(ot,out);
	tanh T2(c_out,c_act);
	assign z3 = (out*c_act)>>>FRACT_WIDTH;
	assign h_out = z3;
endmodule
`timescale 1ns / 1ps 
module nbit_carrylookahead(A,B,Cin,Sum,Cout);
  parameter WIDTH = 11;
  input [WIDTH-1:0] A,B;
  input Cin;
  output [WIDTH-1:0] Sum;
  output Cout;
  wire [WIDTH:0]     w_C;
  wire [WIDTH-1:0]   w_G, w_P, w_SUM;
  genvar             ii;
  generate
    for (ii=0; ii<WIDTH; ii=ii+1) 
      begin
        full_adder full_adder_inst
            ( 
              .A(A[ii]),
              .B(B[ii]),
              .Cin(w_C[ii]),
              .Sum(w_SUM[ii]),
              .Cout()
              );
      end
  endgenerate
  genvar             jj;
  generate
    for (jj=0; jj<WIDTH; jj=jj+1) 
      begin
        assign w_G[jj]   = A[jj] & B[jj];
        assign w_P[jj]   = A[jj] | B[jj];
        assign w_C[jj+1] = w_G[jj] | (w_P[jj] & w_C[jj]);
      end
  endgenerate
  assign w_C[0] = Cin;  
  assign Sum = w_SUM;    
  assign Cout = w_C[WIDTH];
endmodule  
`timescale 1ns / 1ps
module qmult #(
	parameter N = 16,
	parameter Q = 12
	)
	(
	 input			[N-1:0]	a,
	 input			[N-1:0]	b,
	 output         [N-1:0] q_result,     
     output			overflow              
	 );
	wire [2*N-1:0]	f_result;		 
	wire [N-1:0]   multiplicand;
	wire [N-1:0]	multiplier;
	wire [N-1:0]    a_2cmp, b_2cmp;
	wire [N-1:0]    quantized_result,quantized_result_2cmp;
	assign a_2cmp = ~a[N-1:0] + 1'b1;   
	assign b_2cmp = ~b[N-1:0] + 1'b1;   
    assign multiplicand = (a[N-1]) ? a_2cmp : a;              
    assign multiplier   = (b[N-1]) ? b_2cmp : b;
     assign f_result = multiplicand[N-1:0] * multiplier[N-1:0];   
    assign quantized_result [N-1] = 1'b0;
    assign quantized_result [N-2:0] = f_result[N-2+Q:Q];               
    assign quantized_result_2cmp = ~quantized_result[N-1:0] + 1'b1;
    assign q_result[N-1:0] = (a[N-1]^b[N-1]) ? quantized_result_2cmp : quantized_result;
    assign overflow = (f_result[2*N-2:N-1+Q] > 0) ? 1'b1 : 1'b0;
endmodule
module sigmoid(X,Y);
	parameter DATA_WIDTH = 16;
	parameter FRACT_WIDTH = 8;
	input signed [DATA_WIDTH-1:0] X;
	output wire signed [DATA_WIDTH-1:0] Y;
	wire signed [DATA_WIDTH-1:0] s1;
	assign s1 = X+16'h0200; 
	assign Y = (X[DATA_WIDTH-1]) ? (
		(X < -16'h0200)? 16'h0000 : (s1>>>2) ) 
		: ( (X>16'h0200) ? 16'h0100: (s1>>>2) );
endmodule
module tanh(X,Y);
	parameter DATA_WIDTH = 16;
	parameter FRACT_WIDTH = 8;
	input signed [DATA_WIDTH-1:0] X;
	output wire signed [DATA_WIDTH-1:0] Y;
	assign Y = (X[DATA_WIDTH-1]) ? (
		(X < -16'h0100)? -16'h0100 : X )
		: ( (X>16'h0100) ? 16'h0100: X );
endmodule
==> design/flow/run.sh <==
#!/bin/bash
# OpenROAD 26Q1-2900-gdf79404cd8, Yosys 0.63+post, stock flow scripts
make -C /OpenROAD-flow-scripts/flow DESIGN_CONFIG=/design/flow/config.mk WORK_HOME=/design/flow/orfs finish
==> design/flow/config.mk <==
export PLATFORM = sky130hd
export DESIGN_NAME = lstm_cell
export DESIGN_NICKNAME = lstm_cell
export VERILOG_FILES = /design/flow/design.v
export SDC_FILE = /design/flow/constraint.sdc
export NUM_CORES = 4
export LEC_CHECK = 1
export CORE_UTILIZATION = 50
==> design/flow/constraint.sdc <==
current_design lstm_cell

set clk_period 45.5
set clk_io_pct 0.2

create_clock -name clk0 -period $clk_period

set non_clock_inputs [all_inputs -no_clocks]
set_input_delay [expr $clk_period * $clk_io_pct] -clock clk0 $non_clock_inputs
set_output_delay [expr $clk_period * $clk_io_pct] -clock clk0 [all_outputs]
==> results.json <==
{
  "setup_viol": 0,
  "slowest_delay_ns": 0.96,
  "logic_family": "adder cells",
  "grt_max_degree": 35,
  "postCtsHoldBufs": 0,
  "synth_warnings": 24,
  "fa_ha_area_share_pct": 57.5,
  "die_h_microns": 169,
  "slew-limit-headroom_pct": 47.1,
  "n_clock_buffer": 0,
  "ys_seq_share_pct": 0,
  "critPathSlowestCell": "clkdlybuf4s50_1",
  "top_cells_by_count": "inv_1, fa_1, ha_1, and2_1, nand2_1",
  "synthSimpleGateAreaFrac_pct": 15.6,
  "viasPerCell": 4.90,
  "synth.avg_cell_area_sq_um": 8.78,
  "warnings": 49,
  "grt_pass1_wl_microns": 47500,
  "cpMostUsedCell": "inv_1",
  "overflow": 0,
  "tns_ns": 0,
  "flop_area_sq_um": 0,
  "synth_cell_types": 63,
  "crit_path_start_kind": "input pin",
  "cp_max_fo": 34,
  "grt_pass1_vias": 9918,
  "drtPass1Iterations": 4,
  "holdPathStages": 9,
  "maxCapViolCount": 0,
  "ys_sh_aoi_pct": 9.02,
  "hold_violations": 0,
  "rows": 60,
  "fp_util_pct": 51.5,
  "drc": 0,
  "setup_slack_ns": 6.57,
  "status": "finished clean",
  "worst_pin_slew_ns": 0.785,
  "required_ns": 36.40,
  "dp_slack_ns": 6.42,
  "ant_nets": 0,
  "critPathTopFamily": "adder cells",
  "yosys-top-cells-area": "fa_1, ha_1, inv_1",
  "wl_per_cell_microns": 13.1,
  "worstSetupEndpointType": "output pin",
  "flops": 0,
  "rsz0062_at_grt": "false",
  "antenna_cells": 0,
  "yosys_area_sq_um": 14000,
  "dieWidth_microns": 169,
  "final_cells": 2024,
  "drive_gt1_share_pct": 1.76,
  "min_to": "c_out[15]",
  "core-area_sq_um": 27300,
  "drt_iter0_markers": 301,
  "hold_path_class": "in2out",
  "grt_usage_pct": 21.5,
  "vias": 9921,
  "mux_area_share_pct": 0.830,
  "dp_hpwl_microns": 23600,
  "holdCritStartpoint": "c_in[15]",
  "worst_ep_arrival_time_ns": 29.83,
  "place.gp.congestion": 0.882,
  "die-area_sq_um": 28700,
  "top_cell": "inv_1",
  "ioPinCount": 80,
  "fin_crit_sh_pct": 85.6,
  "yosysCellCount": 1597,
  "netlist_area_sq_um": 14000,
  "synthCells": 1597,
  "synthToLayoutAreaGrowth_pct": 7.78,
  "top_area_share_pct": 39.7,
  "dpl.cell_count": 2024,
  "post_cts_resize_count": 0,
  "finalMaxSlewViolations": 0,
  "max_freq_ghz": 0.0257,
  "cts_setup_buffers": 0,
  "wirelength_microns": 26500,
  "port_buffers": 64,
  "path_class": "in2out",
  "period_needed_ns": 38.93,
  "xor_share_pct": 5.88,
  "crit_buf_inv": 19,
  "antenna_found_initial": 0,
  "yosysTopAreaCell": "fa_1"
}
[final cells by class]
class | count | area, sq um
Tap cell | 372 | 465
Timing Repair Buffer | 70 | 686
Fill cell | 2566 | 12100
Multi-Input combinational cell | 1202 | 12500
Inverter | 380 | 1430
[worst max-delay path by stage]
stage | from | end | slack (ns) | cells after the start
CTS | h_in[7] | h_out[15] | 6.34 | 84
global route | h_in[7] | h_out[15] | 4.85 | 84
finish | h_in[7] | h_out[15] | 6.57 | 84
[cell families after synthesis]
group / Yosys count
XOR/XNOR: 90
AND/OR/NAND/NOR: 421
adder cells (fa/ha/maj): 478
multiplexers: 11
AND-OR/OR-AND: 182
other: 2
buffers and inverters: 413
[metal layers]
layer	track usage, %	up-vias	part of all wire [%]
met5	0	-	0
met4	0.666	0	0.29
met3	2.18	4	3.0
met2	34.3	121	48
met1	35.4	4751	49
li1	-	5045	-
[metrics by stage]
step,util [%],hold WS [ns],cell area [sq um]
finish,55.5,20.44,15100
global route,55.5,20.61,15100
CTS,55.5,20.49,15100
detailed placement,55.5,20.47,15100
global placement,55.5,20.48,15100
floorplan,-,19.13,14100
[cells in the final DEF, fill, tap and decap left out, types with 9 or more instances in the layout]
master and count:
o21ai_0 26, ha_1 200, nand3_1 9, a21o_1 32
conb_1 20, nor2b_1 35, a21oi_1 37, xor2_1 26
a211oi_1 11, nor2_1 86, nand2b_1 29, o21a_1 19
xnor2_1 62, inv_1 380, clkdlybuf4s50_1 64, or2_2 10
nor3_1 21, o21bai_1 9, fa_1 278, nand2_1 94
and2_1 110
